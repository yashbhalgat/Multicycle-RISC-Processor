==> config.mk <==
export PLATFORM = sky130hd
export DESIGN_NAME = clockgen
export DESIGN_NICKNAME = clockgen
export VERILOG_FILES = /design/flow/design.v
export SDC_FILE = /design/flow/constraint.sdc
export NUM_CORES = 4
export LEC_CHECK = 1
export CORE_AREA = 10 10 101 101
export DIE_AREA = 0 0 111 111
==> run.sh <==
#!/bin/bash
# OpenROAD 26Q1-2900-gdf79404cd8, Yosys 0.63+post, stock flow scripts
make -C /OpenROAD-flow-scripts/flow DESIGN_CONFIG=/design/flow/config.mk WORK_HOME=/design/flow/orfs finish
==> constraint.sdc <==
current_design clockgen

set clk_period 3.9
set clk_io_pct 0.2

create_clock -name clk0 -period $clk_period [get_ports {clk}]

set non_clock_inputs [all_inputs -no_clocks]
set_input_delay [expr $clk_period * $clk_io_pct] -clock clk0 $non_clock_inputs
set_output_delay [expr $clk_period * $clk_io_pct] -clock clk0 [all_outputs]
==> design.v <==
module clockgen(clk,clk1);
	input clk;
	output reg clk1; 
	reg [20:0] clk_counter;
	initial
		begin
			clk1 <= 1'b1;
			clk_counter <= 21'd0;					
		end
	always@(negedge clk)
		begin
			clk_counter <= clk_counter + 1'b1;
			if(clk_counter == 21'b111111111111111111111)
				begin
					clk1 <= ~clk1;
					clk_counter <= 21'd0;
				end
		end
endmodule
==> flow_metrics.py <==
# Metrics from the implementation run
metrics = {
    "layout": {
        "final_cells": 224,
        "num-fill-cells": 890,
        "seqCellArea_um2": 450,
        "final_util_pct": 14.5,
        "areaGrowthSynthToFinish_pct": 30.1,
        "comb_area_um2": 435,
        "drive_above_1_share_pct": 6.72,
    },
    "setup_path": {
        "critPathMaxFanout": 2,
        "crit_path_top_delay_cell": "edfxtp_1",
        "critical_path_buf_inv_count": 1,
        "path_delay_family": "flip-flops",
        "slowest_delay_ns": 0.37,
        "cp_data_required_time_ns": 3.12,
        "critical_path_arrival_ns": 2.79,
        "crit_path_start_kind": "flop",
        "path_class": "flop to output port",
        "cp-end-kind": "output port",
        "path_cells": "dlymetal6s2s_1",
    },
    "floorplanning": {
        "rows": 33,
        "num_io_pins": 2,
        "initCoreUtil_pct": 11.1,
        "design.die.area_um2": 12300,
        "die_height_um": 111,
        "core-area_um2": 8130,
        "die_w_um": 111,
    },
    "grt": {
        "grt_pass1_wl_mm": 2.83,
        "grt_pass1_vias": 727,
        "antenna_found_initial": 0,
        "grt_use_total_pct": 2.61,
        "grt.overflow.total": 0,
        "grt_max_degree": 14,
    },
    "synthesis": {
        "ys_ff": 22,
        "yosys_warnings": 1,
        "synth_chip_area_um2": 906,
        "avgSynthCellArea_um2": 9.74,
        "synthFlopType": "dfxtp_1",
        "yosysCellCount": 93,
        "synth-async-reset-ratio_pct": 0,
        "ys_seq_share_pct": 49.7,
        "synth_cells": 93,
        "synth_area_um2": 906,
        "edf_count": 1,
        "ys_types": 28,
    },
    "cts": {
        "path_clk_slew_ns": 0.03,
        "clock.latency.late_pin_ns": 0.34,
        "tritoncts": "done",
        "cts_buffers": 3,
        "htreeDepth": 1,
        "cts-root-buf": "clkbuf_8",
        "hold_buffers": 0,
        "cts.sinks": 22,
        "clockBufferDepth": 2,
    },
    "sta": {
        "slew_violations": 0,
        "skew_ns": 0.0108,
        "rsz0062_at_grt": "no",
        "maxSlewHeadroom_pct": 67.1,
        "hold_viol": 0,
        "finalSetupViolations": 0,
        "final.setup.tns_ns": 0,
        "tightest_slew_ns": 0.492,
    },
    "routing": {
        "via_count": 700,
        "antenna_cells": 0,
        "wirelength_mm": 1.51,
        "wl_per_cell_um": 6.75,
        "drtAntennaViolNets": 0,
        "drc": 0,
        "drt_iter0_drc": 19,
        "drt_pass1_iterations": 2,
        "viasPerCell": 3.13,
    },
    "placement": {
        "place.gp.congestion": 0.685,
        "dp_cells": 198,
        "port_buffers": 1,
        "hpwl_um": 964,
    },
    "hold_path": {
        "hp-class": "flop to flop",
    },
    "status": {
        "status": "completed",
    },
    "power": {
        "leakagePower_uw": 0.000491,
        "power_uw": 462,
        "peakVddDrop_mv": 0.114,
        "powerDensity_nw_per_um2": 392,
    },
    "run": {
        "cap_violations": 0,
        "openroad.warnings": 47,
    },
}
report_power, final:
part | switching (uW) | internal [uW]
clock | 132 | 102
sequential | 0 | 228
combinational | 0 | 0
total | 132 | 330
sequential cells by signal, summed over array words and instances, names as in the netlist:
signal / flops
clk1: 1
clk_counter: 21
cells in the final DEF (no fill, tap or decap):
cell,count
xor2_1,4
dfxtp_1,21
o21ai_0,1
and2_1,1
xnor2_1,12
nor2b_1,1
nor3_2,1
dlymetal6s2s_1,1
a21oi_1,2
nand3_2,1
or4_1,1
nand3_1,6
a31oi_1,1
nor3_1,2
and3_1,3
o31ai_1,1
edfxtp_1,1
mux2i_1,1
and4_1,2
nor4_1,3
nand4_1,4
nand2_1,5
a41o_1,1
inv_1,25
nor2_1,10
or3_4,1
inv_4,1
buf_4,1
ha_1,1
or3_1,1
clkbuf_8,3
synthesized netlist by cell type, types with 2 or more instances:
cell / instances / area (um^2)
inv_1: 4 / 15.0
a21oi_1: 2 / 10.0
and3_1: 3 / 18.8
nor2_1: 10 / 37.5
nand3_1: 6 / 30.0
and4_1: 2 / 17.5
xnor2_1: 12 / 105
dfxtp_1: 21 / 420
nand4_1: 4 / 25.0
nand2_1: 5 / 18.8
xor2_1: 4 / 35.0
nor3_1: 2 / 10.0
nor4_1: 3 / 18.8
metal layers:
metal  part of all wire [%]  routed length [um]  GRT usage (%)  vias up
met5                      0                   0              0        -
met4                    1.6                  24           1.82        0
met3                    6.8                 103           1.81        4
met2                     40                 601           3.11        8
met1                     52                 782           3.18      312
li1                       -                   -              -      376
cell families after synthesis:
kind of cell	Yosys count	share of synthesized area [%]
AOI/OAI and AO/OA	6	4.28
xor gates and xnor gates	16	15.5
adders and majority gates	1	1.38
buffers and inverters	5	2.21
DFF	22	49.7
muxes	1	1.11
and+or+nand+nor	42	25.8
worst paths after layout:
kind,cells after the start,endpoint,slack [ns],from
min reg2reg,1,clk_counter[0],0.44,clk_counter[0]
min,1,clk_counter[0],0.44,clk_counter[0]
max,1,clk1,0.33,clk1
max reg2reg,4,clk1,1.93,clk_counter[0]
what timing repair did:
action                                  in CTS  in global routing
buffers inserted                             0                  1
endpoints found under the setup margin       0                  1
gates resized                                0                  1
endpoints found under the hold margin        0                  0
layout make-up:
type	count	share of cell area (%)
Sequential cell	22	38.2
Multi-Input combinational cell	66	36.9
Tap cell	105	11.1
Clock inverter	23	7.54
Clock buffer	3	3.50
Timing Repair Buffer	2	1.70
Inverter	3	0.955
per-stage QoR:
| step | hold slack [ns] | worst slack, ns | instance area (um^2) |
|---|---|---|---|
| after floorplan | 0.418 | 0.841 | 906 |
| after global placement | 0.428 | 0.382 | 1040 |
| after detailed placement | 0.445 | 0.370 | 1040 |
| after CTS | 0.454 | 0.0157 | 1170 |
| after global routing | 0.488 | 0.277 | 1180 |
| final | 0.445 | 0.335 | 1180 |
No activity file was given, so power comes from the tool's default toggle rates.
